## flow/design.v

```verilog
module simpletimer (
    input         clk,
    input         reset_n,
    output  [7:0] data_out,
    input   [7:0] data_in,
    input         cs_n,
    input         rd_n,
    input         wr_n,
    input   [3:0] addr
);
    localparam TIMER_DEL0   = 0;
    localparam TIMER_DEL1   = 1;
    localparam TIMER_DEL2   = 2;
    localparam TIMER_DEL3   = 3;
    localparam TIMER_CFG    = 4;
    localparam TIMER_BUSY   = 5;
    localparam TIMER_NOW0   = 6;
    localparam TIMER_NOW1   = 7;
    localparam TIMER_NOW2   = 8;
    localparam TIMER_NOW3   = 9;
    reg         timer_busy;
    reg   [7:0] timer_cfg;
    reg  [31:0] timer_cnt;
    reg  [31:0] timer_now;
    reg  [31:0] timer_del;
    reg  [31:0] done_time;
    reg         start_pulse;
    reg         now_pulse;
    wire read_sel  = !cs_n & !rd_n &  wr_n;
    wire write_sel = !cs_n &  rd_n & !wr_n;
    always @(posedge clk or negedge reset_n) begin
        if (~reset_n) begin
            timer_cfg <= 8'h0;
            timer_del <= 32'h0;
            start_pulse <= 1'b0;
            now_pulse <= 1'b0;
        end else begin
            if (write_sel) begin
                case (addr)
                   TIMER_DEL0 : timer_del[0*8 +: 8] <= data_in;
                   TIMER_DEL1 : timer_del[1*8 +: 8] <= data_in;
                   TIMER_DEL2 : timer_del[2*8 +: 8] <= data_in;
                   TIMER_DEL3 : timer_del[3*8 +: 8] <= data_in;
                   TIMER_CFG  : timer_cfg <= data_in;
                endcase
            end
            start_pulse <= write_sel && addr==TIMER_CFG && data_in[1];
            now_pulse   <= write_sel && addr==TIMER_CFG && data_in[2];
        end
    end
    wire timer_on = timer_cfg[0];
    reg   [7:0] data_out;
    always@(*) begin
        if (~read_sel)
            data_out <= 8'b0;
        else begin
            case (addr)
                TIMER_DEL0 : data_out <= timer_del[0*8 +: 8];
                TIMER_DEL1 : data_out <= timer_del[1*8 +: 8];
                TIMER_DEL2 : data_out <= timer_del[2*8 +: 8];
                TIMER_DEL3 : data_out <= timer_del[3*8 +: 8];
                TIMER_CFG  : data_out <= timer_cfg;
                TIMER_BUSY : data_out <= {7'b0, timer_busy};
                TIMER_NOW0 : data_out <= timer_now[0*8 +: 8];
                TIMER_NOW1 : data_out <= timer_now[1*8 +: 8];
                TIMER_NOW2 : data_out <= timer_now[2*8 +: 8];
                TIMER_NOW3 : data_out <= timer_now[3*8 +: 8];
                default : data_out <= 8'b0;
            endcase
        end
    end
    always @(posedge clk or negedge reset_n) begin
        if (~reset_n) begin
            timer_cnt  <= 32'h0;
            timer_now  <= 32'h0;
            done_time   <= 32'h0;
            timer_busy <= 1'b0;
        end else begin
            timer_cnt <= timer_on ? timer_cnt + 1 : 32'h0;
            if (now_pulse) timer_now <= timer_cnt;
            if (~timer_on) begin
                timer_busy <= 1'b0;
                done_time <= 'h0;
            end else if (start_pulse) begin
                timer_busy <= 1'b1;
                done_time <= done_time + timer_del;
            end else if (timer_busy && (timer_cnt == done_time) ) begin
                timer_busy <= 1'b0;
            end
        end  
    end  
endmodule
```

## flow/run.sh

```bash
#!/bin/bash
# OpenROAD 26Q1-2900-gdf79404cd8, Yosys 0.63+post, stock flow scripts
make -C /OpenROAD-flow-scripts/flow DESIGN_CONFIG=/design/flow/config.mk WORK_HOME=/design/flow/orfs finish
```

## flow/config.mk

```make
export PLATFORM = sky130hd
export DESIGN_NAME = simpletimer
export DESIGN_NICKNAME = simpletimer
export VERILOG_FILES = /design/flow/design.v
export SDC_FILE = /design/flow/constraint.sdc
export NUM_CORES = 4
export LEC_CHECK = 1
export CORE_UTILIZATION = 40
```

## flow/constraint.sdc

```tcl
current_design simpletimer

set clk_period 9.5
set clk_io_pct 0.2

create_clock -name clk0 -period $clk_period [get_ports {clk}]

set non_clock_inputs [all_inputs -no_clocks]
set_input_delay [expr $clk_period * $clk_io_pct] -clock clk0 $non_clock_inputs
set_output_delay [expr $clk_period * $clk_io_pct] -clock clk0 [all_outputs]
```

==> flow.log <==
[flow] summary of implementation run
[metrics] cell at the slowest stage of the critical path: sky130_fd_sc_hd__clkdlybuf4s50_1
[metrics] most common flop cell mapped by yosys: sky130_fd_sc_hd__dfrtp_1
[metrics] CTS Root Buffer Type: sky130_fd_sc_hd__clkbuf_16
[metrics] Post-Synthesis Cell Area: around 8400 um2
[metrics] First-pass DRT Iterations: 5
[metrics] XORs/XNORs by Area: 8.27%
[metrics] global route overflow: 0
[metrics] placed inst area: roughly 9000 um2
[metrics] Residual DRC: 0
[metrics] Critical Path AT: approximately 4300 ps
[metrics] Ports: 25
[metrics] fraction of layout cells with a size suffix above 1: between 10 and 15%
[metrics] adder and majority gate portion of the synthesized area: around 5%
[metrics] Tightest Pin Transition: 677 ps
[metrics] # rows: ~52
[metrics] Area leader share: between 40% and 50%
[metrics] Max H-tree Level: 4
[metrics] Dominant combinational family: simple AND/OR/NAND/NOR gates
[metrics] clock edge transition at the registers on the reported setup and hold paths: 60 ps
[metrics] total of hold buffers inserted after clock tree synthesis: 0
[metrics] average via count per standard cell: approximately 5.5
[metrics] worst-path fanout max: 26
[metrics] number of hold violations in the final report: 0
[metrics] HP Start: timer_cfg[2]
[metrics] finished layout cell area: around 9400 um2
[metrics] worst setup skew after layout: about 9.5 ps
[metrics] height of the die: 147 um
[metrics] Core ar.: approximately 20000 um2
[metrics] antenna viol nets, final: 0
[metrics] number of CTS-inserted buffers: 17
[metrics] largest net degree at the start of global routing: roughly 70
[metrics] overall routed net length: between 20000 and 25000 um
[metrics] Die Size: about 22000 um2
[metrics] maximum number of buffers from clock root to sink: 2
[metrics] post-route worst hold slack: around 480 ps
[metrics] Critical Path Max Stage Delay: roughly 460 ps
[metrics] mean routed wirelength per cell: slightly above 20 um
[metrics] count of library flops with an enable pin: 0
[metrics] number of cells produced by synthesis: a little over 800
[metrics] crit path time final: 6200 ps
[metrics] Log Warnings: 25
[metrics] yosys cell count: just over 800
[metrics] sequential fraction of the synthesis area: 41.6%
[metrics] total setup buffers inserted after CTS: 0
[metrics] depth of the worst register-to-register path: 12
[metrics] Synth Area per Inst: between 10 and 15 um2
[metrics] RSZ-0062 raised after global routing: no
[metrics] overall track demand over capacity in global routing: about 23%
[metrics] cells along the critical path: clkdlybuf4s50_1 > buf_4 > mux2_2 > a22o_1 > nand2_1 > o21ai_0 > a211oi_1 > a21oi_1 > a21oi_1 > nor2_1 > clkdlybuf4s50_1
[metrics] Lkg Pwr: between 4 and 5 nW
[metrics] critical path required time: 7600 ps
[metrics] kind of end point of the critical path: primary output
[metrics] post-synthesis mux area share: roughly an eighth
[metrics] number of global-route vias before repair: between 5000 and 6000
[metrics] setup slack of the worst register-to-register path: 6200 ps
[metrics] clock tree from TritonCTS: built
[metrics] Synth Area in Simple Gates: around 16%
[metrics] number of sinks handled by clock tree synthesis: approximately 140
[metrics] leading post-synthesis cells by cell area: sky130_fd_sc_hd__dfrtp_1 42%, sky130_fd_sc_hd__mux2_2 9.8%, sky130_fd_sc_hd__xnor2_1 6.8%
[metrics] synth warn: 1
[metrics] worst IR drop on VDD: 0.000119 V
[metrics] Async S/R FF share, synth: approximately 100%
[metrics] PwrDens: 153 nW/um2
[metrics] signed area change from the synthesized netlist to the final layout: 12.4%
[metrics] Detailed Route Iter0 Violations: approximately 510
[metrics] aggregate negative setup slack: 0 ps
[metrics] worst-case hold path end point: timer_cfg[2]
[metrics] R2R Path End: done_time[24]
[metrics] worst hold path depth: 1
[metrics] maximum operating frequency: between 150 and 200 MHz
[metrics] Min-Delay Path Class: register to register
[metrics] post-layout period usage of the worst path: 65.3%
[metrics] wire length of the first global-routing pass: 36400 um
[metrics] via total after detailed routing: roughly 6200
[metrics] reg-to-reg critical path startpoint: timer_del[0]
[metrics] Antenna Cells: 0
[metrics] max_slew headroom: 54.5%
[metrics] buffers added on ports: 24
[metrics] HPWL reported at the end of detailed placement: roughly 17000 um
[metrics] # Max-Cap Violations: 0
[metrics] final design utilization: 46.2%
[metrics] routability congestion estimate from global placement: 1.00
[metrics] Worst setup SP type: input pin
[metrics] Yosys Chip Area: about 8400 um2
[metrics] cell taking the most area after synthesis: sky130_fd_sc_hd__dfrtp_1
[metrics] # setup viols final: 0
[metrics] outcome: complete, no violations
[metrics] compound-cell area share of the yosys netlist: ~13%
[metrics] number of max-slew violations in the final report: 0
[metrics] Worst-Skew Late Latency: approximately 420 ps
[metrics] starting density of the core: 41.1%
[metrics] die x size: 147 um
[metrics] number of resized instances in the post-cts repair step: 0
[metrics] number of antenna violations at the first check in global routing: 0
[metrics] class of the most critical setup path: input pin to primary output
[metrics] Yosys reg bits: around 140
[metrics] post-synthesis cell type count: just under 70
==> logic make-up (layout without fill, tap and decap cells) <==
kind of cell	after synthesis	count (layout)
AOI/OAI and AO/OA	169	169
xor gates and xnor gates	79	79
adders and majority gates	33	33
buffers and inverters	58	80
DFF	139	139
muxes	101	101
and+or+nand+nor	252	252
==> metrics by stage <==
| step | cells | total power, mW | setup slack [ps] |
|---|---|---|---|
| 2_1_floorplan | 831 | 0.743 | 4290 |
| 3_3_place_gp | 1091 | 0.808 | 3330 |
| 3_5_place_dp | 1091 | 0.807 | 3330 |
| 4_1_cts | 1123 | 1.46 | 3300 |
| 5_1_grt | 1123 | 1.50 | 3180 |
| 6_report | 1123 | 1.44 | 3300 |
==> worst max-delay path: cells and delay by family <==
kind            cells  cell delay [ps]
mux                 1              370
buf+inv             3             1180
simple gates        2              130
compound gates      5              710
==> routing by layer <==
metal | up-vias | global-route usage (%) | routed length, um
met4 | 0 | 5.73 | 676
met1 | 3034 | 37.1 | 10900
li1 | 3004 | - | -
met3 | 28 | 4.65 | 1210
met2 | 163 | 32.9 | 10100
met5 | - | 0 | 0
==> worst max path at each step <==
stage,startpoint,end,slack (ps),cells after the start
5_1_grt,addr[1],data_out[2],3180,7
4_1_cts,addr[2],data_out[0],3300,11
6_report,addr[2],data_out[0],3300,11
==> cell usage after synthesis, drive strengths merged, types with 3 or more instances <==
master	n
o31ai	3
buf	9
and2	27
xnor2	65
inv	14
and4	4
and3	7
a21o	19
o21ai	44
dfrtp	139
a31oi	8
a211o	3
nor3	8
nor2	32
nand2	70
nand3	25
o211ai	5
nor3b	3
a22oi	7
o22ai	4
ha	32
or3	8
mux2i	28
o211a	5
mux2	73
a22o	3
nand4	22
nor2b	30
nand2b	7
a21oi	38
a21boi	7
o21a	4
clkbuf	34
xor2	14
==> cells in the final DEF, fill, tap and decap left out, types with 9 or more instances in the layout <==
| cell | instances |
|---|---|
| sky130_fd_sc_hd__mux2i_1 | 28 |
| sky130_fd_sc_hd__inv_1 | 13 |
| sky130_fd_sc_hd__o21ai_0 | 31 |
| sky130_fd_sc_hd__nand4_1 | 22 |
| sky130_fd_sc_hd__mux2_2 | 73 |
| sky130_fd_sc_hd__and2_1 | 26 |
| sky130_fd_sc_hd__nand3_1 | 24 |
| sky130_fd_sc_hd__clkbuf_16 | 17 |
| sky130_fd_sc_hd__buf_4 | 9 |
| sky130_fd_sc_hd__nor2b_1 | 30 |
| sky130_fd_sc_hd__nand2_1 | 70 |
| sky130_fd_sc_hd__a21o_1 | 19 |
| sky130_fd_sc_hd__xor2_1 | 14 |
| sky130_fd_sc_hd__xnor2_1 | 65 |
| sky130_fd_sc_hd__dfrtp_1 | 138 |
| sky130_fd_sc_hd__o21ai_1 | 12 |
| sky130_fd_sc_hd__ha_1 | 32 |
| sky130_fd_sc_hd__nor2_1 | 29 |
| sky130_fd_sc_hd__a21oi_1 | 37 |
| sky130_fd_sc_hd__clkdlybuf4s50_1 | 23 |
==> state kept, by name (all words and copies together) (netlist names) <==
signal,cells
done_time,32
now_pulse,1
start_pulse,1
timer_busy,1
timer_cfg,8
timer_cnt,32
timer_del,32
timer_now,32
==> report_power, final <==
group          switching [mW]  internal [mW]  leakage, nW  total [mW]
sequential             0.0318          0.615         1.91       0.647
clock                   0.272          0.372        0.263       0.644
combinational          0.0886         0.0628         2.08       0.151
==> area by class of cell <==
cell class | count | area, um2
clock inverter | 11 | 111
tap | 270 | 338
fill | 1905 | 11000
timing repair buffer | 33 | 309
multi-input combinational | 634 | 4670
inverter | 15 | 56.3
clock buffer | 21 | 450
sequential | 139 | 3480
Power and IR drop assume default switching activity.
